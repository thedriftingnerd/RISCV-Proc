**flow/config.mk**
```make
export PLATFORM = sky130hd
export DESIGN_NAME = register_file
export DESIGN_NICKNAME = register_file
export VERILOG_FILES = /design/flow/design.v
export SDC_FILE = /design/flow/constraint.sdc
export NUM_CORES = 4
export LEC_CHECK = 1
export CORE_UTILIZATION = 50
```
**flow/design.v**
```verilog
module register_file(
    input clk,
    input rst_n,
    input wen,
    input [4:0] destination_reg,
    input [4:0] source_reg1, 
    input [4:0] source_reg2,
    input [31:0] write_data,
    input [3:0] byte_en,
    output reg [31:0] read_data1,
    output reg [31:0] read_data2
);
    reg [31:0] registers [0:31];
    initial begin
        integer i;
        for (i = 0; i < 32; i = i + 1)
            registers[i] = 32'b0;
    end
    always @(*) begin
        read_data1 = registers[source_reg1];
        read_data2 = registers[source_reg2];
    end
    always @(posedge clk or negedge rst_n) begin
        if (!rst_n) begin
            integer i;
            for (i = 0; i < 32; i = i + 1)
                registers[i] <= 32'b0;
        end else if (wen && (destination_reg != 5'b0)) begin
            if (byte_en[3])
                    registers[destination_reg][31:24] <= #0.1 write_data[31:24];
            if (byte_en[2])
                    registers[destination_reg][23:16] <= #0.1 write_data[23:16];
            if (byte_en[1])
                    registers[destination_reg][15:8] <= #0.1 write_data[15:8];
            if (byte_en[0])
                    registers[destination_reg][7:0] <= #0.1 write_data[7:0];
        end
    end
endmodule
```
**flow/constraint.sdc**
```tcl
current_design register_file

set clk_period 16.7
set clk_io_pct 0.2

create_clock -name clk0 -period $clk_period [get_ports {clk}]

set non_clock_inputs [all_inputs -no_clocks]
set_input_delay [expr $clk_period * $clk_io_pct] -clock clk0 $non_clock_inputs
set_output_delay [expr $clk_period * $clk_io_pct] -clock clk0 [all_outputs]
```
**flow/run.sh**
```bash
#!/bin/bash
# OpenROAD 26Q1-2900-gdf79404cd8, Yosys 0.63+post, stock flow scripts
make -C /OpenROAD-flow-scripts/flow DESIGN_CONFIG=/design/flow/config.mk WORK_HOME=/design/flow/orfs finish
```
==> flow_summary.toml <==
# generated from flow reports
[outcome]
status = "completed"

[sta]
rsz0062_at_grt = "false"
worst_slew_pin_slew_ns = 1.31
maxSlewHeadroom = 0.115
max_freq_ghz = 0.0885
setup_viol = 0
final.setup.tns_ns = 0
fin_crit_ns = 11.30
skew_ns = 0
finalHoldViolations = 0
period_used_share = 0.677
drv_slew = 0

[synthesis]
yosys.stat.seqShare = 0.474
synthesis.area_um2 = 54000
synth_flops = 1024
async_flop_share = 1.00
syn-instance-count = 4945
yosys_area_um2 = 54000
edf_count = 0
ys_warn_count = 2
yosysTopAreaCellShare = 0.474
synth.avg_cell_area_um2 = 10.9
ys_cells = 4945
top_area_cell = "dfrtp_1"
ys_top_cells_by_area = "dfrtp_1 (47%), mux2_2 (21%), nand3_1 (7.7%), a22oi_1 (4.1%), nand4_1 (3.1%)"
yosysUniqueCellTypes = 73
ys.flop_type = "dfrtp_1"

[route]
drt_first_iter_violations = 7370
dr.pass1.iters = 8
drt_wl_total_um = 293000
vias_per_cell = 7.69
drc = 0
via_count = 50400
ant_nets = 0
wl_per_cell_um = 44.6

[setup_path]
crit_path_start_kind = "input pin"
cp-end-kind = "output pin"
critical_path_class = "in2out"
crit_fanout = 56
crit_required_ns = 13.36
arrival_ns = 7.96

[layout]
reg_top3 = "registers x1024"
regArea_um2 = 25600
fin_util = 0.577
mi_logic_area_um2 = 26700
largest_register_ffs = 1024
syn_to_final_growth_pct = 14.3
nFillCells = 9026
drive_gt1_frac = 0.341
max_flop_register = "registers"

[clock_tree]
cts-resized-gates = 0
cts_hold_buffers = 0
htree_levels = 3
cts_setup_buffers = 0
cts.sinks = 1024
clk_latency_ns = 0.73
cts_tree = "done"
clk_path_buf_depth = 3
cts_buffers = 112
clk_pin_slew_worst_paths_ns = 0.06
root_buffer = "clkbuf_16"

[grt]
grt_usage = 0.562
grt_max_degree = 127
overflow = 0
antenna_found_initial = 36
first_global_vias = 48400
grt_pass1_wl_um = 398000

[power]
cellPowerDensity_nw_per_um2 = 108
comb_power_share = 0.132
power_frac_clock = 0.402
switchingPower_mw = 1.91
seq_power_share = 0.466
power.static_leakage_nw = 27.6
swShare = 0.286
peakVddDrop_v = 0.0000880
p_int_mw = 4.77

[floorplanning]
io_pins = 118
die-height_um = 331
core.rowCount = 120
fp_util = 0.505
die_area_um2 = 109000
core_um2 = 107000
die_w_um = 331

[job]
drv_cap = 0
tool_warnings = 38

[place]
place_congestion = 1.07
hpwl_um = 183000
portBuffers = 117

[worst_hold_path]
hp-class = "reg2reg"
-- placed cells by master (no fill, tap or decap), types with 35 or more instances in the layout --
| master | count |
|---|---|
| dfrtp_1 | 1024 |
| mux2_2 | 1009 |
| nand3_1 | 827 |
| buf_4 | 328 |
| a22oi_1 | 297 |
| nand4_1 | 264 |
| and3_1 | 188 |
| nor2_2 | 168 |
| clkbuf_16 | 113 |
| clkdlybuf4s50_1 | 108 |
| nand2_1 | 70 |
| a2111oi_0 | 59 |
| nor2_1 | 47 |
| o32a_1 | 45 |
| diode_2 | 35 |
-- cells in the mapped netlist (15+ instances only) --
| master | count |
|---|---|
| o32a_1 | 45 |
| nor2_2 | 120 |
| mux2_2 | 1009 |
| a31oi_1 | 23 |
| a22oi_1 | 297 |
| buf_1 | 36 |
| nor3_1 | 27 |
| a22o_1 | 33 |
| nand4_1 | 264 |
| and3_1 | 190 |
| buf_2 | 94 |
| or4_1 | 33 |
| mux2i_1 | 34 |
| clkbuf_1 | 341 |
| a222oi_1 | 22 |
| nand2_1 | 72 |
| nor2_1 | 100 |
| o21ai_0 | 19 |
| nor4_1 | 21 |
| dfrtp_1 | 1024 |
| a2111oi_0 | 60 |
| a21oi_1 | 22 |
| nand3b_1 | 18 |
| nor2b_1 | 15 |
| a221oi_1 | 15 |
| nand3_1 | 827 |
-- path summary, 6_finish.rpt --
path,from,to,slack (ns),depth (start not counted)
max in group asynchronous,rst_n,registers[3][14],10.99,5
worst min-delay path,registers[0][25],registers[0][25],0.40,0
worst max-delay path,source_reg1[4],read_data1[23],5.40,11
min in group asynchronous,rst_n,registers[25][29],2.58,1
worst max register to register,registers[24][24],registers[24][24],15.78,1
worst min register to register,registers[0][25],registers[0][25],0.40,0
-- through the flow --
stage / power (mW) / setup slack, ns / cells / hold WS, ns / area, um^2
floorplan: 3.50 / 8.27 / 4945 / 0.452 / 54000
global placement: 3.97 / 5.63 / 6313 / 0.387 / 57700
finish: 6.68 / 5.40 / 6557 / 0.405 / 61800
detailed placement: 3.98 / 5.63 / 6314 / 0.392 / 57800
global route: 6.83 / 5.48 / 6530 / 0.416 / 61700
CTS: 6.63 / 5.62 / 6521 / 0.407 / 61700
-- power groups by stage --
stage,clock network [mW],registers [mW],logic (mW)
5_1_grt,2.77,3.14,0.912
4_1_cts,2.69,3.10,0.851
6_report,2.68,3.11,0.883
-- worst max-delay path, cell delays in order --
cell and delay, ns:
clkdlybuf4s50_1 0.45, buf_4 0.39, nor2b_4 0.24, buf_4 0.46, buf_4 0.71, buf_4 0.70, a22oi_1 0.18, or3_1 0.33
a21oi_1 0.18, o32a_1 0.20, clkdlybuf4s50_1 0.47
-- metal layers --
metal,global-route usage,share of wire
met3,0.372,0.18
met5,0.0439,0.0030
met2,0.704,0.39
met1,0.710,0.35
met4,0.362,0.087
-- layout make-up --
type                            count  share of cell area
Antenna cell                       35             0.00142
Clock buffer                      156              0.0520
Timing Repair Buffer              448              0.0595
Clock inverter                     51              0.0116
Sequential cell                  1024               0.415
Tap cell                         1403              0.0284
Multi-Input combinational cell   3430               0.432
Inverter                           10            0.000608
-- kinds of logic after synthesis --
kind of cell           count (synthesis)  share of synthesized area
buffers and inverters                491                     0.0373
AND/OR/NAND/NOR                     1770                      0.181
multiplexers                        1044                      0.217
flip-flops                          1024                      0.474
AND-OR/OR-AND                        616                     0.0906
Power figures rest on the tool's default switching activity, not on a simulated workload.
