$ cat flow/run.sh
#!/bin/bash
# OpenROAD 26Q1-2900-gdf79404cd8, Yosys 0.63+post, stock flow scripts
make -C /OpenROAD-flow-scripts/flow DESIGN_CONFIG=/design/flow/config.mk WORK_HOME=/design/flow/orfs finish
$ cat flow/config.mk
export PLATFORM = sky130hd
export DESIGN_NAME = PC
export DESIGN_NICKNAME = PC
export VERILOG_FILES = /design/flow/design.v
export SDC_FILE = /design/flow/constraint.sdc
export NUM_CORES = 4
export LEC_CHECK = 1
export CORE_UTILIZATION = 40
$ cat flow/constraint.sdc
current_design PC

set clk_period 3.9
set clk_io_pct 0.2

create_clock -name clk0 -period $clk_period [get_ports {clk}]

set non_clock_inputs [all_inputs -no_clocks]
set_input_delay [expr $clk_period * $clk_io_pct] -clock clk0 $non_clock_inputs
set_output_delay [expr $clk_period * $clk_io_pct] -clock clk0 [all_outputs]
$ cat flow/design.v
module PC(
    input         rst_n,
    input         clk,
    input         stall,
    input         branch_jump,    
    input  [31:0] new_pc,         
    output reg [31:0] pc
);
    always @(posedge clk or negedge rst_n) begin
        if (!rst_n)
            pc <= 32'b0;
        else if (stall)
            pc <= pc;             
        else if (branch_jump)
            pc <= new_pc;         
        else
            pc <= pc + 4;         
    end
endmodule
==> impl_metrics.env <==
# implementation run metrics
export IMPL_status="finished clean"
export IMPL_finalCriticalPeriod_ns=2.41
export IMPL_clk_pin_slew_worst_paths_ns=0.07
export IMPL_fin_worst_skew_ns=0.00832
export IMPL_drive_gt1_frac=0.0495
export IMPL_total_power_uw=978
export IMPL_wire_per_inst_um=15.1
export IMPL_cap_violations=0
export IMPL_ioPinCount=68
export IMPL_critPathTopFamily="buffers and inverters"
export IMPL_r2r_end="pc[23]$_DFFE_PN0N_"
export IMPL_area_growth_pct=40.9
export IMPL_drt_wl_total_mm=5.59
export IMPL_ys_seq_share=0.403
export IMPL_pwr_density_cell_nw_per_um2=349
export IMPL_critPathKind="input pin to register"
export IMPL_ant_nets=0
export IMPL_worstSetupEndpointType="register"
export IMPL_hold_path_class="register to register"
export IMPL_drtIter0Drc=102
export IMPL_cp_slowest_cell="inv_1"
export IMPL_critPathMaxFanout=25
export IMPL_worst_pin_slew_ns=0.758
export IMPL_pre_cts_ws_ns=1.24
export IMPL_antenna_cells=0
export IMPL_r2r_start="pc[11]$_DFFE_PN0N_"
export IMPL_ys_types=42
export IMPL_critPathBufInv=2
export IMPL_place_gp_congestion=0.860
export IMPL_crit_arrival_ns=2.63
export IMPL_groute_usage_overall=0.231
export IMPL_peakVddDrop_mv=0.177
export IMPL_cts_tree="yes"
export IMPL_rsz0062_at_grt="false"
export IMPL_finalCritPeriodShare=0.618
export IMPL_firstDrtPassIters=4
export IMPL_r2r_cells=5
export IMPL_grt_max_degree=43
export IMPL_die_h_um=72.5
export IMPL_path_cells="clkdlybuf4s50_1, inv_1, nand2_1, or4_1, nand3_1"
export IMPL_synthesis_area_um2=1990
export IMPL_largest_reg_flops=32
export IMPL_edf_count=0
export IMPL_worstPathRequired_ns=4.12
export IMPL_antenna_found_initial=0
export IMPL_rows=25
export IMPL_io_buffers=67
export IMPL_finalHoldViolCount=0
export IMPL_post_route_worst_setup_slack_ns=1.49
export IMPL_vias=2098
export IMPL_clock_path_buffers=2
export IMPL_slew_violations=0
export IMPL_die_w_um=72.5
export IMPL_ys_warn_count=1
export IMPL_relSlewSlack=0.494
export IMPL_cts_buffers=5
export IMPL_grt_pass1_wl_mm=9.29
export IMPL_setup_violations=0
export IMPL_critPathMaxStageDelay_ns=0.57
export IMPL_grt_overflow_total=0
export IMPL_ff_type="dfrtp_1"
export IMPL_post_cts_buffers=0
export IMPL_avgSynthCellArea_um2=8.21
export IMPL_warnings=26
export IMPL_vias_per_cell=5.67
export IMPL_clock_fmax_mhz=415
export IMPL_cts_hold_buf=0
export IMPL_clockRootBuffer="clkbuf_8"
export IMPL_regToRegSetupSlack_ns=1.79
export IMPL_yosys_area_um2=1990
export IMPL_regMostFlops="pc"
export IMPL_grt_pass1_vias=1939
export IMPL_finalSetupTns_ns=0
export IMPL_chip_area_um2=5250
export IMPL_hpwlAfterDp_mm=3.73
export IMPL_reg_top3="pc x32"
export IMPL_netlist_instances=242
export IMPL_clock_latency_late_pin_ns=0.29
export IMPL_drc_errors=0
export IMPL_holdPathStages=2
export IMPL_core_um2=4750
export IMPL_critPathLaunchType="input pin"
export IMPL_leakagePower_uw=0.00109
export IMPL_clkSinkCount=32
export IMPL_h_tree_depth=2
export IMPL_async_reset_ff_frac=1.00
export IMPL_initCoreUtil=0.418
export IMPL_yosys_stat_cells=242
export IMPL_cts_resized=0
export IMPL_holdCritStartpoint="pc[1]$_DFFE_PN0P_"
export IMPL_synth_seq_cells=32
export IMPL_hold_path_end="pc[1]$_DFFE_PN0P_"
Yosys cell counts (2+ instances only):
cell type	number	share of area
dfrtp_1	32	0.40
o21ai_0	28	0.071
a21oi_1	23	0.058
nand2_1	23	0.043
nand3_1	17	0.043
nor2_1	16	0.030
clkbuf_1	14	0.026
and3_1	8	0.025
a22oi_1	7	0.026
nor3_1	7	0.018
nand4_1	6	0.019
and4_1	5	0.022
o22ai_1	5	0.016
inv_1	4	0.0076
mux2i_1	4	0.020
nor4_1	4	0.013
o22a_1	4	0.018
a211oi_1	2	0.0076
a2bb2oi_1	2	0.0088
a31oi_1	2	0.0063
a32oi_1	2	0.0088
a41oi_1	2	0.0088
and2_1	2	0.0063
buf_1	2	0.0038
o211ai_1	2	0.0076
or3_1	2	0.0063
or4_1	2	0.0076
stage by stage:
| stage | instances | utilization | hold slack [ns] | cell area [um2] |
|---|---|---|---|---|
| floorplan | 242 | - | 0.421 | 1990 |
| finish | 370 | 0.589 | 0.480 | 2800 |
| detailed placement | 363 | 0.569 | 0.474 | 2700 |
| global route | 370 | 0.589 | 0.538 | 2800 |
| CTS | 370 | 0.589 | 0.489 | 2800 |
| global placement | 363 | 0.569 | 0.472 | 2700 |
tightest hold or removal path: cells and delay by family (launching register included):
kind	cells	cell delay, ns
DFF	1	0.34
and+or+nand+nor	2	0.11
metal layers:
layer	global-route usage	vias to the layer above	wire [um]
li1	-	1047	-
met5	0	-	0
met3	0.0310	4	342
met1	0.364	983	2610
met4	0.0240	0	40
met2	0.364	64	2600
report_power, final:
group	switching [uW]	internal, uW	leakage (uW)	total, uW
logic	84.6	162	0.000662	247
clock network	124	157	0.0000503	281
registers	70.9	379	0.000376	450
total	279	699	0.00109	978
cells by family after synthesis:
family | Yosys count | share of synthesized area
AND-OR/OR-AND | 87 | 0.273
adder cells (fa/ha/maj) | 1 | 0.00630
buffers and inverters | 21 | 0.0416
flip-flops | 32 | 0.403
multiplexers | 5 | 0.0258
AND/OR/NAND/NOR | 96 | 0.251
area by class of cell:
type	instances	area [um2]
Fill cell	469	1950
Multi-Input combinational cell	189	1100
Sequential cell	32	801
Timing Repair Buffer	71	701
Clock buffer	7	96.3
Tap cell	67	83.8
Inverter	4	15.0
layout by cell type (no fill, tap or decap), types with 2 or more instances in the layout:
cell / netlist / final
nor2_1: 16 / 16
o22ai_1: 5 / 5
a211oi_1: 2 / 2
mux2i_1: 4 / 4
a21oi_1: 23 / 23
o211ai_1: 2 / 2
a22oi_1: 7 / 7
o22a_1: 4 / 4
and2_1: 2 / 2
or4_1: 2 / 2
clkdlybuf4s50_1: 0 / 67
nand4_1: 6 / 6
nand2_1: 23 / 23
nor3_1: 7 / 7
and3_1: 8 / 8
or3_1: 2 / 2
inv_1: 4 / 4
o21ai_0: 28 / 28
a31oi_1: 2 / 2
dfrtp_1: 32 / 32
a41oi_1: 2 / 2
and4_1: 5 / 5
a32oi_1: 2 / 2
nor4_1: 4 / 4
a2bb2oi_1: 2 / 2
clkbuf_8: 0 / 7
buf_4: 1 / 4
nand3_1: 17 / 17
worst max path at each step:
| stage | from | slack [ns] | to | cells after the start |
|---|---|---|---|---|
| finish | stall | 1.49 | pc[23]$_DFFE_PN0N_ | 5 |
| CTS | stall | 1.53 | pc[23]$_DFFE_PN0N_ | 5 |
| global route | stall | 1.38 | pc[23]$_DFFE_PN0N_ | 5 |
No activity file was given, so power comes from the tool's default toggle rates.
