**./config.mk**
```make
export PLATFORM = sky130hd
export DESIGN_NAME = instruction_decoder
export DESIGN_NICKNAME = instruction_decoder
export VERILOG_FILES = /design/flow/design.v
export SDC_FILE = /design/flow/constraint.sdc
export NUM_CORES = 4
export LEC_CHECK = 1
export CORE_AREA = 10 10 72 72
export DIE_AREA = 0 0 82 82
```
**./constraint.sdc**
```tcl
current_design instruction_decoder

set clk_period 3.7
set clk_io_pct 0.2

create_clock -name clk0 -period $clk_period

set non_clock_inputs [all_inputs -no_clocks]
set_input_delay [expr $clk_period * $clk_io_pct] -clock clk0 $non_clock_inputs
set_output_delay [expr $clk_period * $clk_io_pct] -clock clk0 [all_outputs]
```
**./design.v**
```verilog
module instruction_decoder(
    input [31:0] imem_insn,
    output reg [4:0]  destination_reg,
    output reg [2:0]  funct3,
    output reg [4:0]  source_reg1,
    output reg [4:0]  source_reg2,
    output reg [31:0] imm,          
    output reg [6:0]  funct7,
    output reg [4:0]  shamt,
    output reg [2:0]  insn_type,    
    output reg        alu_op_mux,
    output reg        wen,
    output reg        dmem_wen
);
  always @ (*) begin
      case (imem_insn[6:0])
        7'b0010011: begin
          insn_type       = 3'b000;
          destination_reg = imem_insn[11:7];
          funct3          = imem_insn[14:12];
          source_reg1     = imem_insn[19:15];
          source_reg2     = 5'b0;
          imm             = {{20{imem_insn[31]}}, imem_insn[31:20]};
          funct7          = imem_insn[31:25];
          shamt           = imem_insn[24:20];
          alu_op_mux      = 1'b1;
          wen             = 1'b1;
          dmem_wen        = 1'b0;
        end
        7'b0110011: begin
          insn_type       = 3'b001;
          destination_reg = imem_insn[11:7];
          funct3          = imem_insn[14:12];
          source_reg1     = imem_insn[19:15];
          source_reg2     = imem_insn[24:20];
          funct7          = imem_insn[31:25];
          imm             = 32'b0;
          shamt           = 5'b0;
          alu_op_mux      = 1'b0;
          wen             = 1'b1;
          dmem_wen        = 1'b0;
        end
        7'b0100011: begin
          insn_type       = 3'b010;
          destination_reg = 5'b0;
          funct3          = imem_insn[14:12];
          source_reg1     = imem_insn[19:15];
          source_reg2     = imem_insn[24:20];
          imm             = {{20{imem_insn[31]}}, imem_insn[31:25], imem_insn[11:7]};
          funct7          = 7'b0;
          shamt           = 5'b0; 
          alu_op_mux      = 1'b1;
          wen             = 1'b0;
          dmem_wen        = 1'b1;
        end
        7'b0000011: begin
          insn_type       = 3'b011;
          destination_reg = imem_insn[11:7];
          funct3          = imem_insn[14:12];
          source_reg1     = imem_insn[19:15];
          source_reg2     = 5'b0;
          imm             = {{20{imem_insn[31]}}, imem_insn[31:20]};
          funct7          = 7'b0;
          shamt           = 5'b0; 
          alu_op_mux      = 1'b1;
          wen             = 1'b1;
          dmem_wen        = 1'b0;
        end
        7'b0110111: begin
          insn_type       = 3'b100;
          destination_reg = imem_insn[11:7];
          funct3          = 3'b0;  
          source_reg1     = 5'b0;
          source_reg2     = 5'b0;
          imm             = {imem_insn[31:12], 12'b0};
          funct7          = 7'b0;
          shamt           = 5'b0;
          alu_op_mux      = 1'b1;
          wen             = 1'b1;
          dmem_wen        = 1'b0;
        end
        7'b0010111: begin
          insn_type       = 3'b100;
          destination_reg = imem_insn[11:7];
          funct3          = 3'b0;  
          source_reg1     = 5'b0;
          source_reg2     = 5'b0;
          imm             = {imem_insn[31:12], 12'b0};
          funct7          = 7'b0;
          shamt           = 5'b0;
          alu_op_mux      = 1'b1;
          wen             = 1'b1;
          dmem_wen        = 1'b0;
        end
        7'b1101111: begin
          insn_type       = 3'b101;
          destination_reg = imem_insn[11:7];
          funct3          = 3'b0;  
          source_reg1     = 5'b0;
          source_reg2     = 5'b0;
          imm             = {{11{imem_insn[31]}}, imem_insn[31],
                             imem_insn[19:12], imem_insn[20],
                             imem_insn[30:21], 1'b0};
          funct7          = 7'b0;
          shamt           = 5'b0;
          alu_op_mux      = 1'b0;
          wen             = 1'b1;   
          dmem_wen        = 1'b0;
        end
        7'b1100111: begin
          insn_type       = 3'b101;
          destination_reg = imem_insn[11:7];
          funct3          = imem_insn[14:12];  
          source_reg1     = imem_insn[19:15];
          source_reg2     = 5'b0;
          imm             = {{20{imem_insn[31]}}, imem_insn[31:20]};
          funct7          = 7'b0;
          shamt           = 5'b0;
          alu_op_mux      = 1'b0;
          wen             = 1'b1;
          dmem_wen        = 1'b0;
        end
        7'b1100011: begin
          insn_type       = 3'b110;
          destination_reg = 5'b0;
          funct3          = imem_insn[14:12];
          source_reg1     = imem_insn[19:15];
          source_reg2     = imem_insn[24:20];
          imm             = {{19{imem_insn[31]}}, imem_insn[31],
                             imem_insn[7], imem_insn[30:25],
                             imem_insn[11:8], 1'b0};
          funct7          = 7'b0;
          shamt           = 5'b0;
          alu_op_mux      = 1'b0;
          wen             = 1'b0;
          dmem_wen        = 1'b0;
        end
        default: begin
          insn_type       = 3'b111;
          destination_reg = 5'b0;
          funct3          = 3'b0;
          source_reg1     = 5'b0;
          source_reg2     = 5'b0;
          imm             = 32'b0;
          funct7          = 7'b0;
          shamt           = 5'b0;
          alu_op_mux      = 1'b0;
          wen             = 1'b1;
          dmem_wen        = 1'b0;
        end
      endcase
    end
endmodule
```
**./run.sh**
```bash
#!/bin/bash
# OpenROAD 26Q1-2900-gdf79404cd8, Yosys 0.63+post, stock flow scripts
make -C /OpenROAD-flow-scripts/flow DESIGN_CONFIG=/design/flow/config.mk WORK_HOME=/design/flow/orfs finish
```
==> Changelog: implementation <==
## Implementation

* Vias in the first global route at 1,333
* Leak at approximately 0.92 nW
* DRC viols at 0
* Initial core utilization at 28.77%
* Cell Type Count at 44
* # clk buffers at 0
* Final wirelength at 4799 µm
* Syn avg cell area at 7.579 µm²
* Critical Path RT at 2960 ps
* Most used cell, CP: clkdlybuf4s50_1
* Synth top cells by count: and2_1, nand3_1, nand3_2, and3_1, a21o_1
* Vias at approximately 1,400
* CP Launch Type: primary input
* Top-count cell post-synth: and2_1
* Drt pass-1 iters at 4
* Sequential area share after synthesis at 0%
* Crit-path max FO at 10
* Worst setup EP type: output port
* Status: finished clean
* Detailed Place HPWL at a little over 4000 µm
* Synth Cell Area at approximately 0.0011 mm²
* Hold crit path type: primary input to output port
* Via-to-Cell Ratio at 4.972
* Synthesis area per yosys at 0.001061 mm²
* Worst-margin pin slew at 409.3 ps
* Layout fillers at 333
* Drt wl/cell at 16.78 µm
* Rows at 22
* Endpoints failing setup at 0
* Fin crit share at 94.37%
* DRT met1 WL at 1966 µm
* Area growth syn-to-layout at 100.6%
* Initial antenna violation count at 0
* Flop count at 0
* Tot Pwr at 0.1306 mW
* Crit Path Class: primary input to output port
* CTS resizes at 0
* Synth top area share at 12.38%
* Ports at approximately 100
* Die Ht at 82 µm
* Post-CTS Setup Bufs at 0
* Place WS at 219.5 ps
* WP buf/inv at 2
* Max_slew headroom at 72.63%
* WL met2 at 2363 µm
* Min Hold Slack at 2419 ps
* Largest net degree at the start of global routing at 20
* Crit path arrival time at 2750 ps
* Achievable Freq at between 200 and 300 MHz
* Synthesized instance count at 140
* Port buffer count at ~100
* Uppermost layer routed: met4
* Yosys warnings at 1
* DP Area at 0.002128 mm²
* PnR worst setup slack at 208.4 ps
* OpenROAD warning count at 33
* First-pass GRT wire length at 7155 µm
* Tmin final at 3492 ps
* Core region area at 0.003689 mm²
* Hold-fix buffers, CTS at 0
* Fin. Hold Viols at 0
* Register area at 0 µm²
* N_diodes at 0
* Non-filler instance count after layout at 286
* Pwr dens at between 60 and 70 mW/mm²
* Die X-Extent at 82 µm
* Total GRT Usage at ~13%
* WL met3 at 448 µm
* Die area at 0.006724 mm²
* CP max stage cell: or4_4
* Yosys top cell by area: and2_1
* Yosys cell count at 140
* Routability cong. at 0.8480
* Total congestion overflow at 0
* Iter 0 DRT Violations at 69
* Final ANT Viol Nets at 0
* RSZ-0062 raised after global routing: false
* Final instance area at ~0.0021 mm²
* Slowest stage delay, CP at 630 ps
* Final setup TNS at 0 ps
* Placed Cells at around 290
* Critical Path, Cell by Cell: clkdlybuf4s50_1 -> or4_4 -> a21oi_4 -> a22o_1 -> clkdlybuf4s50_1
* Final slew viol count at 0
* Max-Cap Viols at 0
* Final Util at 57.70%
* Cell area leaders: and2_1, nand3_2, nor3b_2
* Crit path max-delay family: buffers and inverters
* Ratio of cells with drive above 1 in the final layout at 17.65%
* IR drop worst, VDD at 0.03252 mV
## cells in the final DEF (no fill, tap or decap), types with 5 or more instances in the layout
| master | count |
|---|---|
| nand2_1 | 5 |
| buf_4 | 9 |
| nor3b_2 | 7 |
| nand3_2 | 10 |
| and2_1 | 21 |
| nor2b_1 | 5 |
| a21o_1 | 8 |
| nand3_1 | 12 |
| and3_1 | 9 |
| clkdlybuf4s50_1 | 100 |
## metal layers
metal  vias to the layer above  GRT usage [%]
met2                        56          22.49
met4                         0         0.6803
met3                         2          2.974
met1                       648          16.79
met5                         -              0
li1                        716              -
## where the power goes
part	internal, mW	switching (mW)
registers	0	0
logic	0.0753	0.0553
clock network	0	0
total	0.0753	0.0553
## kinds of logic after synthesis
| logic type | count (synthesis) | share of synthesized area (%) |
|---|---|---|
| buffers and inverters | 16 | 9.080 |
| multiplexers | 1 | 0.9434 |
| AND-OR/OR-AND | 29 | 23.47 |
| AND/OR/NAND/NOR | 94 | 66.51 |
## worst paths after layout
path | start | to | slack, ps | depth (start not counted)
max | imem_insn[5] | imm[2] | 210 | 5
min | imem_insn[11] | destination_reg[4] | 2420 | 3
## final cells by class
class                      count  area (µm²)  area share [%]
inverter                       4       15.01          0.7055
multi-input combinational    124       964.7           45.33
tap                           48       60.06           2.822
timing repair buffer         110        1089           51.15
Power is estimated from default activity; no workload was simulated.
